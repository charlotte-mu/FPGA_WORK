==> design/flow/design.v <==
module data(
	input ck,sw,db,
	output [17:0]led
);
reg data;
reg [17:0]led_;
wire [17:0]data_ = 18'b010101010101010101;
assign led = led_ & data_;
always@(posedge ck)
begin
	if(db == 1'b0)
	begin
		led_[17:1] <= led_[16:0];
		led_[0] <= ~sw;
	end
	else
	begin
		data = led_[17];
		led_[17:1] = led_[16:0];
		led_[0] = led_[17];
	end
end
endmodule
==> design/flow/run.sh <==
#!/bin/bash
# OpenROAD 26Q1-2900-gdf79404cd8, Yosys 0.63+post, stock flow scripts
make -C /OpenROAD-flow-scripts/flow DESIGN_CONFIG=/design/flow/config.mk WORK_HOME=/design/flow/orfs finish
==> design/flow/config.mk <==
export PLATFORM = sky130hd
export DESIGN_NAME = data
export DESIGN_NICKNAME = data
export VERILOG_FILES = /design/flow/design.v
export SDC_FILE = /design/flow/constraint.sdc
export NUM_CORES = 4
export LEC_CHECK = 1
export CORE_AREA = 10 10 70 70
export DIE_AREA = 0 0 80 80
==> design/flow/constraint.sdc <==
current_design data

set clk_period 1.0
set clk_io_pct 0.2

create_clock -name clk0 -period $clk_period [get_ports {ck}]

set non_clock_inputs [all_inputs -no_clocks]
set_input_delay [expr $clk_period * $clk_io_pct] -clock clk0 $non_clock_inputs
set_output_delay [expr $clk_period * $clk_io_pct] -clock clk0 [all_outputs]
==> run notes <==
The run finished with clean final reports. The xor/xnor share of the synthesized area is 0%. Per the OpenROAD power report, leakage power amounts to 0.243 nW.

The tally of buffers added on design ports works out to 11. The largest registers in the layout are led_ x17. The first-pass GRT wire length came out at 1040 um.

The clock input transition at the sequential cells of the worst setup and hold paths is 0.09 ns, and the clock latency of the later-clocked register in the worst-skew pair is 0.28 ns. With the die height at 80 um, the adder-cell share of the synthesized area is 0%. Worst setup path startpoint: led_[6].

The proportion of power drawn by flip-flops and latches was 66.2%; the met1 usage was 2.40%. With the largest stage delay on the critical path at 0.32 ns, the overall global routing resource usage is 2.22%. Checking hold timing, the worst path is listed with class flip-flop to flip-flop. The mean post-synth cell area is 12.8 sq um, and the area of the core is 3420 sq um. The number of sinks driven by the clock tree was 17; the final worst-path setup slack was 0.0893 ns. The synthesis report lists the most area-consuming cells as dfxtp_1, buf_4, o21ai_1.

The switching share of power was 19.2%; the number of buffers created by CTS was 3. For this run the aggregate overflow at the end of global routing stands at 0. Cell internal power was estimated by the tool at 0.000927 W. Per the detail_route report, DRC violations left total 0. Per the final report, max-transition violations number 0.

The run gives 0.00309 ns for the clock tree skew after final layout. The number of antenna violations at the first check in global routing is 0. For the final routed database, the setup TNS stands at 0 ns. The first routing iteration left 9 violations.

The synthesis run shows multiplexers occupying 0% of the cell area. The register with the most flip-flops in the layout has 17 of them. For this run, the detailed router's first-pass iteration total came to 2. The routed design could run at a clock period as short as 0.911 ns.

The number of warnings the tools reported came out at 25. Summing the areas of all and, or, nand and nor instances in the mapped netlist gives 0.769% of the synthesized area. No sink is reached through more buffers than the 2 on the longest clock path.

The power density of the placed cells came out at 2080 nW/um^2. The placement summary gives the final routability congestion estimate as 0.628. Looking at the power breakdown, combinational cells take 3.6% of the total.

The tools report the maximum number of pins on one net before global-route repair as 10. In the Yosys report the total cell count is 38. Before any placement, the netlist area is recorded as 488 sq um. The instance tally after logic synthesis is 38. In this run the count of I/O pins placed on the die edge is 21. The critical-path cell with the highest stage delay was dfxtp_2. Summed over all instances, the cell type with the most area after synthesis is dfxtp_1. Prevailing logic family in the synthesized netlist: buffers and inverters. The CTS H-tree depth was 1; the horizontal die size was 80 um.

The run gives 0 as the post-cts hold buffer count. The run gives 6400 sq um as the floorplan die area. For this run, the share of the core covered by cells in the final layout is 16.1%.

Number of cells on the worst reg-to-reg path: 1. STA classifies the critical path endpoint as an output port. The tools report the category of the worst setup path launch point as a flip-flop. The largest register by flop count is led_. Hold analysis shows the worst path with a depth of 0.

Per the final layout report, the fraction of cells sized above drive strength 1 comes to 50.0%. Clock tree root buffer cell: clkbuf_4. The number of antenna cells inserted was 0; the worst reg-to-reg setup slack was 0.47 ns.

The clock network is responsible for 30.1% of the overall power. The final clock period utilization by the worst path is 91.1%, and the switching power summed over all nets is 0.000221 W. The met2 capacity usage during global routing was 2.65%. Kind of cell with the highest combined delay on the critical path: flip-flops.

The via count of the first global-routing pass was 202. The tools report the portion of the post-synthesis area used by sequential elements as 69.7%. The number of maximum-capacitance violations is 0. The report lists the cells along the critical path as buf_2.

For this run, the detailed router reports a per-instance via density of 2.16. STA on the placed design reports a worst setup slack of 0.00232 ns. The count of yosys warnings during synthesis came out at 1. The stat command in Yosys gives a chip area of 488 sq um. Based on the critical path, the design can be clocked at up to 1100 MHz. The most critical hold endpoint after final layout shows a slack of 0.331 ns. The buffer and inverter count on the worst path is 1, and the area share of and-or/or-and cells after synthesis is 1.03%. Worst hold path startpoint: led_[7]. Beginning of the worst register-to-register path: led_[0]. STA shows the worst min-delay path finishing at led_[8]. The number of synthesized register bits came out at 17. Per the synthesis report, the single largest cell type by area occupies 69.7% of cell area.

The run gives 194 for the total number of vias. The distinct cell type count after synthesis was 5. The final power report lists total power as 0.00115 W.

Global route summary, busiest routing layer listed as met3. In the setup report, the worst path falls into the class flip-flop to output port. The standard-cell row count is 21. The reg-to-reg critical path endpoint was led_[1].

The maximum net fanout on the critical path is 2, and the post-route antenna net violation count is 0. TritonCTS built the clock tree. Data on the critical path is required at its endpoint by 0.80 ns. On met3, the global router reports a usage of 3.07%.

With the layout overhead on the synthesized area at 12.8%, the final hold violation count is 0. With the data arrival time of the critical path at 0.71 ns, the peak supply drop is 0.000877 V. The script logs the mean routed wire length per placed instance as 8.01 um.

Total setup violations reported at the end of the flow: 0. Setup repair after global routing left no endpoint under its margin. For the total detailed-routing wirelength, the log shows 721 um. The starting utilization of the core area was 14.3%.
per-stage QoR:
step,cell area (sq um),std cells
2_1_floorplan,518,46
3_3_place_gp,551,85
3_5_place_dp,551,85
4_1_cts,571,90
5_1_grt,551,90
6_report,551,90
metal layers:
| layer | vias to the layer above | routed length (um) |
|---|---|---|
| li1 | 101 | - |
| met4 | 0 | 0 |
| met1 | 81 | 344 |
| met2 | 12 | 256 |
| met3 | 0 | 120 |
| met5 | - | 0 |
worst max-delay path by stage:
stage     cells past startpoint  endpoint  slack [ns]
4_1_cts                       1    led[4]       0.002
5_1_grt                       1   led[12]        0.03
6_report                      1    led[6]        0.09
cell type report:
| cell class | count | area (sq um) |
|---|---|---|
| well taps | 46 | 57.6 |
| multi-input cells | 11 | 42.5 |
| flip-flops and latches | 17 | 352 |
| fillers | 400 | 2870 |
| repair buffers | 12 | 72.6 |
| clock buffers | 4 | 26.3 |
cell families after synthesis:
logic type,after synthesis
other,1
buffers and inverters,18
DFF,17
AOI/OAI and AO/OA,1
and+or+nand+nor,1
Yosys cell counts, drive strengths merged:
library cell and n:
buf 18, o21ai 1, dfxtp 17, nand2 1
conb 1
power groups by stage:
stage	Sequential (W)	Clock, W	Combinational [W]
after CTS	0.000761	0.000362	0.0000535
after global routing	0.000768	0.000407	0.0000509
final	0.000760	0.000346	0.0000416
cells in the final DEF (no fill, tap or decap):
| cell | instances |
|---|---|
| conb_1 | 9 |
| nand2_1 | 1 |
| dfxtp_2 | 9 |
| clkbuf_1 | 1 |
| clkdlybuf4s50_1 | 2 |
| dfxtp_1 | 8 |
| buf_4 | 1 |
| clkbuf_4 | 3 |
| o21ai_1 | 1 |
| clkbuf_2 | 4 |
| buf_2 | 5 |
timing repair:
action,in CTS,in global routing
gates resized,33,4
buffers inserted,1,0
setup endpoints to repair,9,4
No activity file was given, so power comes from the tool's default toggle rates.
