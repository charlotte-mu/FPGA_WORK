==> flow/config.mk <==
export PLATFORM = sky130hd
export DESIGN_NAME = clk
export DESIGN_NICKNAME = clk
export VERILOG_FILES = /design/flow/design.v
export SDC_FILE = /design/flow/constraint.sdc
export NUM_CORES = 4
export LEC_CHECK = 1
export CORE_UTILIZATION = 30
==> flow/constraint.sdc <==
current_design clk

set clk_period 5.5
set clk_io_pct 0.2

create_clock -name clk0 -period $clk_period [get_ports {ck}]

set non_clock_inputs [all_inputs -no_clocks]
set_input_delay [expr $clk_period * $clk_io_pct] -clock clk0 $non_clock_inputs
set_output_delay [expr $clk_period * $clk_io_pct] -clock clk0 [all_outputs]
==> flow/design.v <==
module clk(
	input ck,
	output reg ck1
);
reg [31:0]data;
always@(posedge ck)
begin
	if(data == 32'd12500000)
	begin
		data <= 32'd0;
		ck1 <= ~ck1;
	end
	else
	begin
		data <= data + 32'd1;
	end
end
endmodule
==> flow/run.sh <==
#!/bin/bash
# OpenROAD 26Q1-2900-gdf79404cd8, Yosys 0.63+post, stock flow scripts
make -C /OpenROAD-flow-scripts/flow DESIGN_CONFIG=/design/flow/config.mk WORK_HOME=/design/flow/orfs finish
==> GITHUB_STEP_SUMMARY <==
## Synthesis and layout report

| Metric | Value |
|---|---|
| Max Cap Viol | `0` |
| Fin Setup TNS | `0 ns` |
| Highest routed layer | `met4` |
| Tool warnings | `26` |
| Critical-path cell list | `clkdlybuf4s50_1` |
| GR Util All Layers | `13.18%` |
| Share of synthesized registers carrying an async set or reset | `0%` |
| Max-area cell share | `40.35%` |
| Setup crit end kind | `primary output` |
| CP Depth | `1` |
| FP Util | `31.09%` |
| DRT Wirelength | `2992 µm` |
| Final hold vios | `0` |
| Hold Path Origin | `data[31]$_SDFF_PN0_` |
| RSZ-0062 raised after global routing | `no` |
| Class of the most critical setup path | `register to primary output` |
| Crit path launch | `ck1$_DFFE_PN_` |
| Fmax achieved | `460.7 MHz` |
| Worst hold slack | `0.4708 ns` |
| Min Tclk post-route | `2.171 ns` |
| Post-synth cell types | `36` |
| Cell family with most CP delay | `buffers and inverters` |
| Fin Clk Skew | `0.006246 ns` |
| Post-route DRC | `0` |
| Global-route wire length before repair | `5658 µm` |
| Drt wl/cell | `11.83 µm` |
| CTS tree | `built` |
| Top cells by area | `dfxtp_1 (40%), xnor2_1 (7.2%), nand3_1 (4.4%)` |
| Hpwl dp | `2158 µm` |
| Area Growth Syn to Fin | `11.58%` |
| WP data required | `4.40 ns` |
| PortBufs | `1` |
| H-Tree Depth | `2` |
| Slowest cell delay on critical path | `0.45 ns` |
| Cell depth of the worst flop-to-flop path | `5` |
| Chip Area, Yosys | `1588 µm²` |
| Post-CTS Resized | `0` |
| Standard-cell rows | `26` |
| Yosys cell count | `178` |
| Grt ovf | `0` |
| Mapped Area | `1588 µm²` |
| DR vias/cell | `4.905` |
| Max-slew violation count | `0` |
| Power Dens Cells | `246.9 nW/µm²` |
| Status | `complete, no violations` |
| Period utilization | `39.47%` |
| Post-CTS Setup Bufs | `0` |
| Chip area | `5588 µm²` |
| Avg Synthesized Cell Area | `8.920 µm²` |
| Cell type with the largest total area | `dfxtp_1` |
| Vias in the first global route | `1261` |
| Met3 wire length | `84 µm` |
| RePlAce Congestion | `0.8271` |
| Hold Path Depth | `1` |
| Final antenna-violating net count | `0` |
| Number of CTS-inserted buffers | `5` |
| Core Region | `5107 µm²` |
| Arrival time worst endpoint | `1.07 ns` |
| Yosys warnings | `1` |
| HP Class | `register to register` |
| Synth Instances | `178` |
| Slowest-stage cell, CP | `clkdlybuf4s50_1` |
| Post-synth EDFFs | `1` |
| Clock Path Buffers | `2` |
| Die H | `74.75 µm` |
| Ys flop type | `dfxtp_1` |
| Clock transition at path regs | `0.07 ns` |
| Dpl cell area | `1670 µm²` |
| Share of layout cells above drive strength 1 | `9.836%` |
| Routed vias | `1241` |
| Final Cell Area | `1772 µm²` |
| Hold buffer count at CTS | `0` |
| Antenna Cells | `0` |
| Worst-path maximum fanout | `2` |
| Drt pass-1 iters | `4` |
| Die W | `74.75 µm` |
| Root buf cell | `clkbuf_8` |
| Worst-Margin Slew | `0.5892 ns` |
| Post-synth seq share | `42.24%` |
| Crit start category | `register` |
| DRT iter0 DRCs | `52` |
| FF+latch count, synth | `33` |
| LEAKAGE | `0.6495 nW` |
| CTS sink cnt | `33` |
| Initial antenna violation count | `0` |
| Max VDD drop | `0.0001278 V` |
| Slew HR | `60.50%` |
| # IOs | `2` |
| Count of final setup violators | `0` |
| Pwr Total | `0.4375 mW` |
| Worst reg2reg startpoint | `data[22]$_SDFF_PN0_` |
| Met2 WL | `1269 µm` |
| CP bufs+invs | `1` |
| Met1 wire length | `1586 µm` |
| Worst-Skew Late Latency | `0.28 ns` |
| Largest net degree at the start of global routing | `16` |
[cell families (layout without fill, tap and decap cells)]
kind of cell               count (synthesis)  in the layout  share of synthesized area [%]
xor gates and xnor gates                  21             21                          11.58
DFF                                       33             33                          42.24
AOI/OAI and AO/OA                         21             21                          8.196
adders and majority gates                  2              2                          1.576
buffers and inverters                     14             19                          3.546
and+or+nand+nor                           87             87                          32.86
[metal layers]
| metal | vias to the layer above | global-route usage, % |
|---|---|---|
| met3 | 7 | 2.442 |
| met1 | 564 | 19.01 |
| met4 | 0 | 2.935 |
| li1 | 657 | - |
| met2 | 13 | 21.02 |
| met5 | - | 0 |
[path summary, 6_finish.rpt]
check	to	slack, ns
worst max register to register	data[5]$_SDFF_PN0_	3.52
worst min-delay path	data[31]$_SDFF_PN0_	0.47
worst max-delay path	ck1	3.33
worst min register to register	data[31]$_SDFF_PN0_	0.47
[metrics by stage]
step / std cells / utilization, % / setup slack (ns)
finish: 253 / 34.69 / 3.329
global route: 253 / 34.69 / 3.253
CTS: 253 / 34.69 / 3.312
detailed placement: 245 / 32.70 / 3.500
global placement: 245 / 32.70 / 3.544
floorplan: 178 / - / 3.751
[layout by cell type (no fill, tap or decap), types with 2 or more instances in the layout]
master and count:
dfxtp_1 32, or3_1 4, o21ai_0 5, and3_1 4, xor2_1 8, xnor2_1 13
and4_1 6, nand2_1 13, nor2_1 14, or4_4 2, clkbuf_8 7, nor4b_1 2
nand3_1 14, ha_1 2, a21oi_1 7, inv_1 9, nor3_1 5, or4_1 3
o31ai_1 4, nor4_1 5, nand4_1 7
[state kept, by name (all words and copies together) (netlist names)]
register	flops
ck1	1
data	32
[power breakdown]
part | internal [mW] | switching [mW] | total (mW)
registers | 0.240 | 0 | 0.240
clock network | 0.113 | 0.0846 | 0.198
logic | 0 | 0 | 0.000000326
[cell usage after synthesis (3+ instances only)]
cell     number
or3_1         4
nand4_1       7
and4_1        6
dfxtp_1      32
xnor2_1      13
and3_1        4
nor3_1        5
nor4_1        5
o21ai_0       5
nor2_1       14
a21oi_1       7
o31ai_1       4
nand3_1      14
or4_1         3
xor2_1        8
inv_1         9
nand2_1      13
buf_2         3
[final cells by class]
| cell class | instances | area [µm²] |
|---|---|---|
| clock buffers | 7 | 96.34 |
| fillers | 533 | 3336 |
| clock inverters | 1 | 5.005 |
| flip-flops and latches | 33 | 670.6 |
| well taps | 70 | 87.58 |
| multi-input cells | 131 | 860.8 |
| inverters | 9 | 33.78 |
| repair buffers | 2 | 17.52 |
Power and IR drop assume default switching activity.
