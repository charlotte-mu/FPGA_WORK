**config.mk**
```make
export PLATFORM = sky130hd
export DESIGN_NAME = conter
export DESIGN_NICKNAME = conter
export VERILOG_FILES = /design/flow/design.v
export SDC_FILE = /design/flow/constraint.sdc
export NUM_CORES = 4
export LEC_CHECK = 1
export CORE_AREA = 10 10 88 88
export DIE_AREA = 0 0 98 98
```
**constraint.sdc**
```tcl
current_design conter

set clk_period 4.0
set clk_io_pct 0.2

create_clock -name clk0 -period $clk_period [get_ports {ck}]

set non_clock_inputs [all_inputs -no_clocks]
set_input_delay [expr $clk_period * $clk_io_pct] -clock clk0 $non_clock_inputs
set_output_delay [expr $clk_period * $clk_io_pct] -clock clk0 [all_outputs]
```
**design.v**
```verilog
module conter(
	input ck,
	output reg clk = 1'b0
);
reg [24:0]data = 25'd0;
always@(posedge ck)
begin
	if(data == 25'd25000000)
	begin
		clk <= ~clk;
		data <= 25'd0;
	end
	else
	begin
		data <= data + 25'd1;
	end
end
endmodule
```
**run.sh**
```bash
#!/bin/bash
# OpenROAD 26Q1-2900-gdf79404cd8, Yosys 0.63+post, stock flow scripts
make -C /OpenROAD-flow-scripts/flow DESIGN_CONFIG=/design/flow/config.mk WORK_HOME=/design/flow/orfs finish
```
==> results.sh <==
# yosys + openroad results
export IMPL_outcome="complete, no violations"
export IMPL_finalCritPeriodShare_pct=55.9
export IMPL_worstPathRequired_ns=4.16
export IMPL_cts_buffer_depth=2
export IMPL_synth_distinct_cells=33
export IMPL_p_seq_share_pct=64.1
export IMPL_reg2regPathDepth=8
export IMPL_core_area_um2=5920
export IMPL_whs_ns=0.480
export IMPL_gr_total_overflow=0
export IMPL_slew_viol_final=0
export IMPL_yosys_area_top_type="dfxtp_1"
export IMPL_switchingPower_uw=74.4
export IMPL_p_int_uw=331
export IMPL_clock_skew_final_ns=0.00253
export IMPL_routedWlPerCell_um=9.37
export IMPL_vias_per_cell=4.00
export IMPL_cp_end_kind="flip-flop"
export IMPL_synth_area_um2=1150
export IMPL_setup_violations=0
export IMPL_final_setup_worst_slack_ns=1.76
export IMPL_track_usage_pct=3.77
export IMPL_yosysWarnings=1
export IMPL_p_per_area_nw_per_um2=313
export IMPL_drt_pass1_iter_count=4
export IMPL_hold_violations=0
export IMPL_slowest_delay_ns=0.65
export IMPL_cts_root_buf="clkbuf_8"
export IMPL_start_kind="flip-flop"
export IMPL_cts_htree_levels=1
export IMPL_yosys_stat_seqShare_pct=46.2
export IMPL_gp_congestion=0.861
export IMPL_port_buffers=1
export IMPL_hold_path_class="flip-flop to flip-flop"
export IMPL_syn2layout_area_growth_pct=12.9
export IMPL_grt_pass1_vias=770
export IMPL_power_uw=405
export IMPL_ant_nets=0
export IMPL_synth_flops=26
export IMPL_cts_resized_gates=0
export IMPL_die_area_um2=9600
export IMPL_edf_count=1
export IMPL_cts_inserted_buffers=3
export IMPL_min_delay_start="data[24]"
export IMPL_rsz0062_at_grt="false"
export IMPL_crit_type="flip-flop to flip-flop"
export IMPL_num_io_pins=2
export IMPL_min_to="data[24]"
export IMPL_synth_main_ff_cell="dfxtp_1"
export IMPL_holdPathStages=1
export IMPL_dieHeight_um=98
export IMPL_drc=0
export IMPL_ff2ff_setup_slack_ns=1.76
export IMPL_synth_async_reset_ratio_pct=0
export IMPL_common_cells="25 x dfxtp_1, 18 x nor2_1, 11 x xnor2_1, 10 x nand3_1, 8 x nand2_1"
export IMPL_yosys_area_um2=1150
export IMPL_slew_headroom_pct=54.9
export IMPL_p_leak_uw=0.000433
export IMPL_ctsHoldBuffers=0
export IMPL_grt_pass1_wl_mm=3.33
export IMPL_grt_max_degree=15
export IMPL_crit_chain="inv_1, ha_1, nor4b_1, nand3_1, nor4_2, buf_4, nand3b_2, o21ai_2"
export IMPL_crit_fanout=9
export IMPL_rows=28
export IMPL_most_common_cell="dfxtp_1"
export IMPL_reg2reg_from="data[0]"
export IMPL_cp_slowest_cell="nor4_2"
export IMPL_syn_area_per_cell_um2=9.18
export IMPL_swShare_pct=18.4
export IMPL_routed_wl_mm=1.91
export IMPL_drtIter0Drc=30
export IMPL_worstMarginPinSlew_ns=0.670
export IMPL_fp_util_pct=19.4
export IMPL_drv_cap=0
export IMPL_postCtsSetupBuffers=0
export IMPL_clock_latency_ns=0.26
export IMPL_die_w_um=98
export IMPL_ys_cells=125
export IMPL_numClockSinks=26
export IMPL_layout_drive_gt1_share_pct=8.53
export IMPL_fmax_ghz=0.447
export IMPL_final_cells=204
export IMPL_setup_tns_ns=0
export IMPL_num_vias=817
export IMPL_dp_hpwl_mm=1.45
export IMPL_yosysTopAreaCellShare_pct=43.6
export IMPL_num_antenna_cells=0
export IMPL_antenna_found_initial=0
export IMPL_synth_area_top_cells="dfxtp_1 44%, xnor2_1 8.4%, nor2_1 5.9%"
export IMPL_dpl_worst_slack_ns=1.80
export IMPL_power_clock_fraction_pct=35.9
export IMPL_cts_tree="yes"
export IMPL_clk_pin_slew_ns=0.08
export IMPL_arrival_ns=2.40
export IMPL_tool_warnings=26
export IMPL_peakVddDrop_uv=108
export IMPL_layout_min_cycle_time_ns=2.24
export IMPL_syn_inst=125
export IMPL_comb_power_share_pct=0
export IMPL_place_inst=200
export IMPL_r2r_end="data[19]"
-- registers in the layout, indices dropped and copies added, names as in the netlist --
signal / flops
data: 25
clk: 1
-- metal layers --
layer  GRT usage [%]  up-vias  share of wire (%)
li1                -      437                  -
met1            5.60      366                 53
met2            5.74       11                 43
met3           0.284        3                1.9
met4            1.01        0                1.5
met5               0        -                  0
-- how the worst max path moves through the flow --
stage                 startpoint        to  slack, ns  cells past startpoint
after CTS                data[0]  data[19]       1.77                      8
after global routing     data[0]  data[22]       1.49                      8
final                    data[0]  data[19]       1.76                      8
-- power by group through the flow --
stage                 Sequential (µW)  Clock (µW)  Combinational [µW]
after CTS                         260         151            0.000197
after global routing              260         162            0.000197
final                             260         146            0.000197
-- cell usage in the layout (no fill, tap or decap), types with 2 or more instances in the layout --
cell and n:
nand3b_1 2, nand4_1 5, nor3_1 4, nor4b_1 2, and3_1 3, nor2_1 18
xnor2_1 11, xor2_1 7, nand3_1 10, dfxtp_1 25, nand2_1 8, inv_1 6
o21ai_0 3, clkbuf_8 3, ha_1 2
-- cell families after synthesis --
logic type | synth area share, %
xor+xnor | 13.7
buf+inv | 2.73
flops | 46.2
fa+ha+maj | 2.18
compound gates | 2.51
mux | 0.872
simple gates | 31.7
-- critical path, delay by kind of cell, from the launching register on --
kind | cells | cell delay [ns]
fa+ha+maj | 1 | 0.13
compound gates | 1 | 0.05
buf+inv | 2 | 0.35
flops | 1 | 0.35
simple gates | 4 | 1.24
-- per-stage QoR --
stage | util, % | area [µm²]
2_1_floorplan | - | 1150
3_3_place_gp | 21.1 | 1250
3_5_place_dp | 21.1 | 1250
4_1_cts | 21.9 | 1290
5_1_grt | 21.9 | 1290
6_report | 21.9 | 1290
-- final cells by class --
type,instances,area [µm²]
clock buffer,4,45.0
sequential,26,531
fill,618,4630
multi-input combinational,91,586
timing repair buffer,2,17.5
inverter,6,22.5
tap,75,93.8
Power and IR drop assume default switching activity.
